==> flow/design.v <==
module seq_detect_1011(seq_seen, inp_bit, reset, clk);
  output seq_seen;
  input inp_bit;
  input reset;
  input clk;
  parameter IDLE = 0,
            SEQ_1 = 1, 
            SEQ_10 = 2,
            SEQ_101 = 3,
            SEQ_1011 = 4;
  reg [2:0] current_state, next_state;
  assign seq_seen = next_state == SEQ_1011 ? 1 : 0;
  always @(posedge clk)
  begin
    if(reset)
    begin
      current_state <= IDLE;
    end
    else
    begin
      current_state <= next_state;
    end
  end
  always @(inp_bit or current_state)
  begin
    case(current_state)
      IDLE:
      begin
        if(inp_bit == 1)
          next_state = SEQ_1;
        else
          next_state = IDLE;
      end
      SEQ_1:
      begin
        if(inp_bit == 1)
          next_state = IDLE;
        else
          next_state = SEQ_10;
      end
      SEQ_10:
      begin
        if(inp_bit == 1)
          next_state = SEQ_101;
        else
          next_state = IDLE;
      end
      SEQ_101:
      begin
        if(inp_bit == 1)
          next_state = SEQ_1011;
        else
          next_state = IDLE;
      end
      SEQ_1011:
      begin
        next_state = IDLE;
      end
    endcase
  end
endmodule
==> flow/run.sh <==
#!/bin/bash
# OpenROAD 26Q1-2900-gdf79404cd8, Yosys 0.63+post, stock flow scripts
make -C /OpenROAD-flow-scripts/flow DESIGN_CONFIG=/design/flow/config.mk WORK_HOME=/design/flow/orfs finish
==> flow/config.mk <==
export PLATFORM = sky130hd
export DESIGN_NAME = seq_detect_1011
export DESIGN_NICKNAME = seq_detect_1011
export VERILOG_FILES = /design/flow/design.v
export SDC_FILE = /design/flow/constraint.sdc
export NUM_CORES = 4
export LEC_CHECK = 1
export CORE_AREA = 10 10 70 70
export DIE_AREA = 0 0 80 80
==> flow/constraint.sdc <==
current_design seq_detect_1011

set clk_period 1.0
set clk_io_pct 0.2

create_clock -name clk0 -period $clk_period [get_ports {clk}]

set non_clock_inputs [all_inputs -no_clocks]
set_input_delay [expr $clk_period * $clk_io_pct] -clock clk0 $non_clock_inputs
set_output_delay [expr $clk_period * $clk_io_pct] -clock clk0 [all_outputs]
==> results_dict.tcl <==
# flow metrics
set metrics [dict create \
    cts_buffers 3 \
    io_pins 4 \
    max_cap_viol_count 0 \
    untimed_endpoints 4 \
    synthDistinctLibCells 12 \
    die_x_um 80 \
    hold_violations 0 \
    unclocked_pins 3 \
    grt_pass1_wl_um 669 \
    period_used_pct 65.9 \
    yosys_area_um2 185 \
    grt_start_max_net_pins 6 \
    dp_hpwl_um 303 \
    logic_area_um2 80.1 \
    slowest_delay_ns 0.52 \
    path_clk_slew_ns 0.04 \
    viasPerCell 2.01 \
    drt_first_pass_iters 2 \
    crit_path_end_kind "register" \
    nFillCells 401 \
    antenna_found_initial 0 \
    postCtsHoldBufs 0 \
    drcViolationCount 0 \
    drive_gt1_share_pct 12.0 \
    clock_tree.buffer_depth 2 \
    period_minus_slack_ns 0.659 \
    core_um2 3420 \
    postSynthAreaPerCell_um2 10.3 \
    setup-tns-final_ns 0 \
    criticalPathCategory "primary input to register" \
    gp_congestion 0.746 \
    row_count 21 \
    cts_resized 0 \
    wl_per_cell_um 5.68 \
    final-setup-viol-count 0 \
    synth_area_um2 185 \
    dieArea_um2 6400 \
    path_cells "clkdlybuf4s50_1 > nor2b_1" \
    htreeDepth 1 \
    tightestPinTransition_ns 0.195 \
    cp_num_buf_inv 1 \
    critPathTopFamily "buffers and inverters" \
    cp_slowest_cell "clkdlybuf4s50_1" \
    antenna_cells 0 \
    root_buffer "clkbuf_4" \
    regArea_um2 105 \
    place_area_um2 273 \
    grt_pass1_vias 158 \
    netlist_instances 18 \
    overflow 0 \
    status "finished, final reports clean" \
    cp.arrival_ns 0.78 \
    drv_slew 0 \
    yosysWarnings 1 \
    cellPowerDensity_nw_per_um2 1170 \
    worst-path-max-fanout 3 \
    cts_tree "done" \
    power_leakage_nw 0.0975 \
    ant_nets 0 \
    ys.flops 6 \
    wirelength_um 403 \
    grtUsageTotal_pct 1.25 \
    fmax_mhz 1520 \
    start_kind "primary input" \
    required_ns 1.12 \
    post_cts.repair.setup_buffers 0 \
    io_buffers 3 \
    ir_drop_v 0.000148 \
    rsz0062_at_grt "no" \
    dr.first_iter.drc_count 8 \
    vias 143 \
    fp_util_pct 5.42 \
    log.warning_count 25 \
    areaGrowthSynthToFinish_pct 61.5 \
    slew_headroom_pct 86.9 \
    power.total_mw 0.351 \
    ys_cells 18 \
    final_area_um2 299 \
    die_h_um 80 \
    final_util_pct 8.75 \
    holdCritPathClass "primary input to register" \
]
placed cells by master, fill, tap and decap left out:
cell and instances:
nor2b_1 3, clkbuf_4 3, dfxtp_1 3, clkdlybuf4s50_1 3
dlxtn_1 3, nand2_1 1, nand2b_1 1, nor2_1 1
or4b_1 1, o31ai_1 1, or3b_1 1, and3_1 1
o21a_1 1, nor3b_1 1, clkbuf_1 1
cells by family after synthesis:
kind of cell / share of synthesized area (%)
simple gates: 35.1
compound gates: 8.11
flops: 32.4
latches: 24.3
cell type report:
cell class                      count  area share, %
Clock buffer                        4           8.79
Multi-Input combinational cell     12           26.8
Sequential cell                     6           35.1
Tap cell                           46           19.2
Timing Repair Buffer                3           10.0
path summary, 6_finish.rpt:
kind  start               end  cells after the start
max   reset  current_state[1]                      2
min   reset  current_state[2]                      2
sequential cells by signal (all words and copies together) (netlist names):
name	count
next_state	3
current_state	3
layer usage:
layer  track usage [%]  up-vias  share of wire [%]
met4             0.528        0                  0
met1              1.47       65                 40
met5                 0        -                  0
li1                  -       78                  -
met2              2.17        0                 59
met3             0.227        0                  0
power breakdown:
part           internal (mW)  switching [mW]  total (mW)
combinational        0.00931         0.00528      0.0146
clock                  0.150          0.0635       0.213
sequential             0.122         0.00117       0.123
synthesized netlist by cell type:
library cell / instances / area (µm²)
and3_1: 1 / 6.26
dfxtp_1: 3 / 60.1
dlxtn_1: 3 / 45.0
nand2_1: 1 / 3.75
nand2b_1: 1 / 6.26
nor2_1: 1 / 3.75
nor2b_1: 3 / 18.8
nor3b_1: 1 / 7.51
o21a_1: 1 / 7.51
o31ai_1: 1 / 7.51
or3b_1: 1 / 8.76
or4b_1: 1 / 10.0
stage by stage:
step / hold WS (ns) / setup WS [ns] / cells
2_1_floorplan: 0.272 / 0.664 / 18
3_5_place_dp: 0.808 / 0.110 / 67
3_3_place_gp: 0.782 / 0.145 / 67
6_report: 0.576 / 0.341 / 71
4_1_cts: 0.569 / 0.352 / 71
5_1_grt: 0.593 / 0.322 / 71
Power is estimated from default activity; no workload was simulated.
